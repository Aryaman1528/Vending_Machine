===== flow/config.mk =====
export PLATFORM = sky130hd
export DESIGN_NAME = vending_machine_20
export DESIGN_NICKNAME = vending_machine_20
export VERILOG_FILES = /design/flow/design.v
export SDC_FILE = /design/flow/constraint.sdc
export NUM_CORES = 4
export LEC_CHECK = 1
export CORE_AREA = 10 10 70 70
export DIE_AREA = 0 0 80 80

===== flow/constraint.sdc =====
current_design vending_machine_20

set clk_period 2.1
set clk_io_pct 0.2

create_clock -name clk0 -period $clk_period [get_ports {clk}]

set non_clock_inputs [all_inputs -no_clocks]
set_input_delay [expr $clk_period * $clk_io_pct] -clock clk0 $non_clock_inputs
set_output_delay [expr $clk_period * $clk_io_pct] -clock clk0 [all_outputs]

===== flow/design.v =====
module vending_machine_20(in,clk,rst,out,change);
  input [1:0]in;  
  input clk,rst;
  output reg [1:0]change; 
  output reg out;
  parameter s0=2'b00;  
  parameter s1=2'b01;  
  parameter s2=2'b10; 
  parameter s3=2'b11;
  reg [1:0] c_state,n_state;
  always @(posedge clk)
    begin
      if(rst==1)
        begin
          c_state=0;
          n_state=0;
          change=2'b00;
        end
      else
        c_state=n_state;
      case(c_state)
        s0:         
          if(in==0)
            begin
              n_state=s0;
              out=0;
              change=2'b00;
            end
        else if(in==2'b01)
          begin
            n_state=s1;
            out=0;
            change=3'b000;
          end
        else if(in==2'b10)
          begin
            n_state=s2;
            out=0;
            change=2'b00;
          end
        else if(in==2'b11)
          begin
            n_state=s3;
            out=0;
            change=2'b00;
          end
        s1:   
          if(in==0)
            begin
              n_state=s0;
              out=0;
              change=2'b01;  
            end
        else if(in==2'b01)
          begin
            n_state=s2;
            out=0;
            change=2'b00;
          end
        else if(in==2'b10)
          begin
            n_state=s3;
            out=0;
            change=2'b00;
          end
        else if(in==2'b11)
          begin
            n_state=s0;
            out=1;   
            change=2'b00;
          end
        s2:      
          if(in==0)
            begin
              n_state=s0;
              out=0;
              change=2'b10;   
			end
        else if(in==2'b01)
          begin
            n_state=s3;
            out=0;
            change=2'b00;
          end
        else if(in==2'b10)
          begin
            n_state=s0;
            out=1;	 
            change=2'b00;
          end
        else if(in==2'b11)
          begin
            n_state=s0;
            out=1;	 
            change=2'b01; 
          end
          s3:   
             if(in==0)
            begin
              n_state=s0;
              out=0;
              change=2'b11;   
            end
        else if(in==2'b01)
          begin
            n_state=s0;
            out=1;	 
            change=2'b00;
          end
        else if(in==2'b10)
          begin
            n_state=s0;
            out=1;  
            change=2'b01; 
          end
        else if(in==2'b11)
          begin
            n_state=s0;
            out=1;  
            change=2'b10; 
          end
        endcase
    end
 endmodule

===== flow/run.sh =====
#!/bin/bash
# OpenROAD 26Q1-2900-gdf79404cd8, Yosys 0.63+post, stock flow scripts
make -C /OpenROAD-flow-scripts/flow DESIGN_CONFIG=/design/flow/config.mk WORK_HOME=/design/flow/orfs finish

==> run summary <==
yosys + openroad results -> final clock skew 0.00963 ns, per-cell via count in the routed design 3.75, family of cells with the greatest summed delay on the critical path buffers and inverters, number of warnings in the stage logs 32, worst hold margin 0.444 ns, warnings from Yosys 1, via count of the first global-routing pass 402, WL per Instance 8.72 µm, top-level port count 7, routability cong. 0.815, first-pass GRT wire length 1740 µm, total via count after detailed routing 439, share of flip-flops with an asynchronous set or reset 0%, slowest cell on the critical path clkdlybuf4s50_1, minimum clock period after layout 1.83 ns, CTS Root Buffer Type clkbuf_4, final count of pins violating max slew 0, top flip-flop cell by instance count after synthesis dfxtp_1, setup TNS after final layout 0 ns, number of buffer cells added on primary ports 6, count of maximum capacitance violations 0, total number of placement rows 21, count of placed standard cells in the final layout, fillers left out 117, Final period util 87.1%, cell-by-cell trace of the critical path clkdlybuf4s50_1 -> inv_1 -> ha_1 -> nor4_1 -> buf_4 -> a32oi_1 -> nand2_1 -> nand3b_1, Netlist Area Pre-Place 510 µm², worst slew slack as a fraction of its limit 74.4%, Final Setup Violations 0, fp util 14.9%, R2R setup slack 0.78 ns, worst hold path class flip-flop to flip-flop, Mapped Avg Cell Area 9.12 µm², DR DRC count 0, #FFs+latches synth 8, largest stage delay on the critical path 0.50 ns, EDFF count, synth 1, Startpoint Class input port, Crit. End Element flip-flop, number of placed instances, taps included 113, GRT Total Usage 3.38%, status finished clean, sequential share of the synthesized area 33.3%, Gates resized, CTS repair 0, total wire length 1020 µm, total cells reported by yosys after synthesis 56, Late-Pin Clk Latency 0.26 ns, critical path data required time 2.29 ns, VDD IR-drop max 0.185 mV, static power due to leakage 0.000295 µW, Final Total Pwr 434 µW, clk slew on worst S/H paths 0.05 ns, post-cts hold buffer count 0, unrepaired setup endpoints after global routing no, yosys-reported design area after synthesis 510 µm², Fmax 547 MHz, number of buffers added for setup after CTS 0, core footprint 0.00342 mm², Die Wd 80 µm, fraction of layout instances using a drive strength above 1 15.5%, post-detailed-placement half-perimeter wirelength 828 µm, largest net degree at the start of global routing 9, critical path start-end classification input port to flip-flop, clock tree from TritonCTS built, detailed router's first-iteration violation count 41, worst-margin pin slew 0.384 ns, maximum level of the CTS H-tree 1, Post-Syn Instances 56, Chip Footprint 0.00640 mm², Clock Path Buffers 2, initial antenna violation count 0, growth of design area from synthesis to finish 35.5%, number of antenna-violating nets in the routed design 0, Hold Fails Final Rpt 0, total CTS buffers 3, power per standard cell area 628 mW/mm², Critical Path AT 2.02 ns, vertical die size 80 µm, Inserted Diodes 0, 1st-pass router iterations 4, Cell Type Count 25, CP Max Fanout 4, leftover overflow at the end of global routing 0, total number of clock tree sinks 8, number of buffers and inverters on the critical path 3
layout by cell type, fill, tap and decap left out, drive strengths merged, types with 2 or more instances in the layout:
cell           instances
ha                     8
nand2                 10
clkdlybuf4s50          6
buf                    5
dfxtp                  7
nor2b                  2
nor2                   3
clkbuf                 4
a21oi                  3
inv                    4
nand3                  2
logic make-up (layout without fill, tap and decap cells):
kind of cell,count (synthesis),count (layout),share of synthesized area (%)
and+or+nand+nor,23,23,23.3
AOI/OAI and AO/OA,12,12,18.9
adders and majority gates,8,8,19.6
DFF,8,8,33.3
buffers and inverters,4,19,2.94
muxes,1,1,1.96
final cells by class:
class | count | area (µm²)
inverters | 4 | 15.0
clock buffers | 4 | 26.3
multi-input cells | 44 | 325
fillers | 373 | 2720
well taps | 46 | 57.6
repair buffers | 11 | 97.6
flip-flops and latches | 8 | 170
report_power, final:
| group | internal, µW | leakage (µW) | switching (µW) | total [µW] |
|---|---|---|---|---|
| Sequential | 178 | 0.0000693 | 19.3 | 198 |
| Clock | 72.9 | 0.0000150 | 55.5 | 128 |
| Combinational | 59.4 | 0.000211 | 48.8 | 108 |
| Total | 311 | 0.000295 | 124 | 434 |
Yosys cell counts, types with 2 or more instances:
cell type / instances / area, µm²
nand3_1: 2 / 10.0
nor2_1: 3 / 11.3
nand2_1: 10 / 37.5
dfxtp_1: 7 / 140
a21oi_1: 3 / 15.0
nor2b_1: 2 / 12.5
ha_1: 8 / 100
inv_1: 4 / 15.0
worst paths after layout:
path | startpoint | endpoint | depth (start not counted)
worst max-delay path | in[0] | flip-flop | 8
worst min-delay path | n_state[2] | n_state[2] | 2
worst max register to register | flip-flop | flip-flop | 4
worst min register to register | n_state[2] | n_state[2] | 2
worst reg2reg max path: stages (launching register included):
cell      delay [ns]
dfxtp_1         0.45
o21bai_1        0.19
a22o_1          0.30
a31oi_4         0.18
nand3_1         0.09
stage by stage:
| stage | utilization, % | worst slack (ns) | area (µm²) |
|---|---|---|---|
| after floorplan | - | 0.564 | 510 |
| after global placement | 19.5 | 0.00345 | 666 |
| after detailed placement | 19.5 | 0.0153 | 666 |
| after CTS | 20.3 | 0.267 | 692 |
| after global routing | 20.3 | 0.107 | 692 |
| final | 20.3 | 0.272 | 692 |
per-layer routing:
metal  track usage [%]  vias up  wire length (µm)
met1              4.19      199               467
met5                 0        -                 0
met4             0.528        0                13
met2              4.98       13               426
li1                  -      225                 -
met3              2.05        2               112
Power is estimated from default activity; no workload was simulated.
